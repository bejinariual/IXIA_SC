File: design.v
module Mem(Address_OUT, Data_OUT, Write_EN, Chip_EN, Out_EN, LB, UB, Done, CLOCK);
	input CLOCK;
	output reg [18:0] Address_OUT;
	output reg [15:0] Data_OUT;
	output reg Write_EN;
	output Chip_EN, Out_EN, LB, UB, Done;
	assign LB = Address_OUT[18];
	assign UB = !Address_OUT[18];
	assign Chip_EN = 0;
	assign Out_EN = 1;
	integer	stop = 0,
				Addr_index = 0,
				Data_index = 0;
	always @(posedge CLOCK)
	begin
		Write_EN = 1;
		Address_OUT = Addr_index;
		if(!LB) begin
			Data_OUT[7:0] = Data_index; end
		else begin
			Data_OUT[15:8] = Data_index; end
		Write_EN = (!stop) ? 0 : 1;
		Addr_index = (Addr_index < 480000) ? Addr_index + 1 : 0;
		Data_index = (Data_index < 255) ? Data_index + 1 : 0;
		stop = (Addr_index == 0) ? 1 : stop;
	end
	assign Done = stop ? 1 : 0;
endmodule 
File: run.sh
#!/bin/bash
# OpenROAD 26Q1-2900-gdf79404cd8, Yosys 0.63+post, stock flow scripts
make -C /OpenROAD-flow-scripts/flow DESIGN_CONFIG=/design/flow/config.mk WORK_HOME=/design/flow/orfs finish
File: config.mk
export PLATFORM = sky130hd
export DESIGN_NAME = Mem
export DESIGN_NICKNAME = Mem
export VERILOG_FILES = /design/flow/design.v
export SDC_FILE = /design/flow/constraint.sdc
export NUM_CORES = 4
export LEC_CHECK = 1
export CORE_UTILIZATION = 40
File: constraint.sdc
current_design Mem

set clk_period 5.0
set clk_io_pct 0.2

create_clock -name clk0 -period $clk_period [get_ports {CLOCK}]

set non_clock_inputs [all_inputs -no_clocks]
set_input_delay [expr $clk_period * $clk_io_pct] -clock clk0 $non_clock_inputs
set_output_delay [expr $clk_period * $clk_io_pct] -clock clk0 [all_outputs]
==> impl_metrics.csv <==
group,metric,value,unit
status,status,"finished clean",
job,stage_log_warnings,25,
power_and_ir_drop,pwr-share-comb,0,
global_route,grt_start_max_net_pins,24,
detailed_routing,route.antenna.remaining_nets,0,
timing,worst-slew-pin-transition,844.9,ps
global_route,grt_pass1_wl,12.70,mm
timing,final.min_clock_period,2819,ps
floorplanning,placement_rows,37,
final_layout,area_delta_synth_final,14.95,%
hold_path,beginning_of_the_worst_hold_path,"stop[0]",
synth,synthDistinctLibCells,52,
power_and_ir_drop,vdd_drop_max,0.0001262,V
timing,clock.fmax,354.7,MHz
timing,unrepaired_setup_endpoints_after_global_routing,"false",
hold_path,hold_depth,0,
global_route,first_global_vias,2675,
power_and_ir_drop,clockPowerShare,0.388,
synth,ys_seq_share,0.5188,
worst_setup_path,crit_path_max_fanout,10,
place,detailedPlace.worstSlack,2221,ps
timing,totalNegativeSetupSlack,0,ps
synth,synth.most_common_cell,"dfxtp_1",
floorplanning,core_region_area,10280,um2
final_layout,drive_gt1_frac,0.06889,
power_and_ir_drop,static_leakage_power,1.855,nW
synth,synth_stat.cells,419,
power_and_ir_drop,seq_power_share,0.612,
cts,clock_tree_from_tritoncts,"done",
worst_setup_path,crit-reg2reg-launch,"Addr_index[2]",
cts,numClockSinks,101,
hold_path,kind_of_path_behind_the_tightest_hold_check,"flop to flop",
synth,postSynthCellCount,419,
worst_setup_path,rr_worst_depth,6,
synth,syn_area_per_cell,10.08,um2
worst_setup_path,regToRegEndpoint,"stop[0]",
cts,clockBufferDepth,2,
synth,postSynthRegisterBits,101,
cts,clk_pin_slew_worst_paths,100,ps
floorplanning,die_height,104.8,um
timing,layout_worst_path_cycle_share,0.5638,
detailed_routing,route.detailed.drc,0,
detailed_routing,routedWlPerCell,12.70,um
power_and_ir_drop,p_int,1.071,mW
detailed_routing,routed_wirelength,7.440,mm
cts,post_cts.repair.setup_buffers,0,
timing,final-max-slew-violation-count,0,
cts,total_clock_buffers_created_by_cts,9,
job,cap_viol_max_count,0,
detailed_routing,detailed_router_s_first_iteration_violation_count,132,
final_layout,final_cell_area,4857,um2
power_and_ir_drop,total_power,1.345,mW
power_and_ir_drop,switching_share,0.2039,
place,buffer_ports.inserted,39,
worst_setup_path,r2r_setup_slack,2180,ps
timing,clock_skew,16.75,ps
place,placed_cell_areas,4646,um2
final_layout,multi_input_comb_area,1848,um2
timing,report.final.hold_viol_count,0,
final_layout,final-instance-count-excl-fill,586,
synth,top_area_cell,"dfxtp_1",
floorplanning,floorplan.die_area,10980,um2
power_and_ir_drop,p_per_area,276.9,nW/um2
worst_setup_path,critPathKind,"flop to flop",
place,detailedPlacementHpwl,5.233,mm
place,number_of_placed_cells_counting_well_taps,570,
floorplanning,die_width,104.8,um
hold_path,worstHoldEndpoint,"Write_EN",
cts,clockRootBuffer,"clkbuf_8",
final_layout,layout.filler_cells,976,
detailed_routing,dr_total_vias,2935,
synth,flop_cell,"dfxtp_1",
place,routability_congestion_estimate,0.8832,
worst_setup_path,timing.critical_path.from_type,"flop",
cts,htreeDepth,3,
synth,yosys_warnings,1,
global_route,grt_antenna_before_repair,0,
detailed_routing,viasPerCell,5.009,
synth,async_reset_ff_frac,0,
timing,setup_viol,0,
synth,ys_area,4225,um2
timing,worst_slew_margin_rel,0.4315,
synth,ys_top_cells_by_area,"dfxtp_1, edfxtp_1, xor2_1, nor2_1, xnor2_1",
worst_setup_path,crit_path_end_kind,"flop",
synth,synth-edff-count,17,
floorplanning,ios,42,
synth,post_synth_instance_area,4225,um2
timing,final_critical_path_setup_slack,2181,ps
synth,top_cell_area_share,0.3980,
detailed_routing,number_of_detailed_route_iterations_in_the_first_pass,4,
worst_setup_path,worst_ep_arrival_time,2870,ps
global_route,grt_overflow,0,
power_and_ir_drop,power.net_switching,0.2742,mW
cts,cts.repair.resized,0,
final_layout,flop_area,2192,um2
detailed_routing,insertedDiodeCount,0,
cts,cts.hold.buffers_added,0,
worst_setup_path,cp_data_required_time,5050,ps
global_route,gr-usage-all-layers,0.1453,
cts,worst_skew_pair.late_latency,360,ps
synth,synthTopCellsByCount,"dfxtp_1, nor2_1, xor2_1, nand3_1, xnor2_1",
floorplanning,floorplanUtilization,0.4111,
state kept, by name, indices dropped and copies added (netlist names):
name         flops
Address_OUT     19
Data_OUT        16
Write_EN         1
stop             1
Addr_index      32
Data_index      32
metrics by stage:
stage	utilization	hold slack [ps]
floorplan	-	323.3
global placement	0.4520	419.5
detailed placement	0.4520	424.4
CTS	0.4726	438.3
global route	0.4726	446.1
finish	0.4726	437.4
area by class of cell:
class                           instances  area share
Sequential cell                       101      0.4513
Multi-Input combinational cell        285      0.3805
Timing Repair Buffer                   42     0.08501
Clock buffer                           12     0.03658
Tap cell                              136     0.03503
Clock inverter                          4    0.006955
Inverter                                6    0.004637
cell usage in the layout, fill, tap and decap left out, types with 6 or more instances in the layout:
master,n
and3_1,10
and4_1,7
clkbuf_8,9
clkdlybuf4s50_1,39
dfxtp_1,84
edfxtp_1,17
inv_1,6
nand2_1,19
nand3_1,30
nand4_1,14
nor2_1,68
nor3_1,12
nor4_1,15
xnor2_1,22
xor2_1,36
power by group through the flow:
stage / logic [mW] / registers (mW) / clock network, mW
6_report: 0.0000959 / 0.823 / 0.522
4_1_cts: 0.000111 / 0.823 / 0.540
5_1_grt: 0.000224 / 0.823 / 0.577
logic make-up after synthesis:
family | after synthesis | share of synthesized area
simple gates | 195 | 0.2493
flops | 101 | 0.5188
xor+xnor | 58 | 0.1202
buf+inv | 34 | 0.04827
compound gates | 24 | 0.04798
mux | 3 | 0.007699
fa+ha+maj | 2 | 0.005921
other cells | 2 | 0.001777
critical path: stages, from the launching register on:
cell	delay [ps]
dfxtp_1	540
nand4_4	160
or4_4	630
o31a_1	320
a2111oi_0	390
nand4_1	170
o41ai_2	300
worst max path at each step:
stage / cells after the start / endpoint / start / slack (ps)
CTS: 6 / stop[0] / Addr_index[2] / 2190
global route: 6 / stop[0] / Addr_index[2] / 1930
finish: 6 / stop[0] / Addr_index[2] / 2180
per-layer routing:
| layer | up-vias | track usage | share of wire |
|---|---|---|---|
| met5 | - | 0 | 0 |
| met4 | 0 | 0.02716 | 0.012 |
| met3 | 9 | 0.02922 | 0.050 |
| met2 | 75 | 0.2195 | 0.45 |
| met1 | 1336 | 0.2268 | 0.49 |
| li1 | 1515 | - | - |
Power is estimated from default activity; no workload was simulated.
