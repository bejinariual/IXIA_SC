`flow/constraint.sdc`:
```
current_design Trigger

set clk_period 1.4
set clk_io_pct 0.2

create_clock -name clk0 -period $clk_period [get_ports {CLOCK}]

set non_clock_inputs [all_inputs -no_clocks]
set_input_delay [expr $clk_period * $clk_io_pct] -clock clk0 $non_clock_inputs
set_output_delay [expr $clk_period * $clk_io_pct] -clock clk0 [all_outputs]
```
`flow/run.sh`:
```
#!/bin/bash
# OpenROAD 26Q1-2900-gdf79404cd8, Yosys 0.63+post, stock flow scripts
make -C /OpenROAD-flow-scripts/flow DESIGN_CONFIG=/design/flow/config.mk WORK_HOME=/design/flow/orfs finish
```
`flow/design.v`:
```
module Trigger(HIT, IN, trig_event, CLOCK, RESET);
	output HIT;
	input [2:0] trig_event;
	input CLOCK, RESET, IN;
	reg input_buffer;
	wire Rising, Falling, zero, one, Rise_Fall;
	always @(posedge CLOCK)
	begin
		input_buffer <= (!RESET) ? IN : 0;
	end
	assign Rising = IN & (!input_buffer); 
	assign Falling = (!IN) & input_buffer;	
	assign zero = IN ? 0 : 1;
	assign one = IN ? 1: 0;
	assign Rise_Fall = Rising | Falling;
	assign HIT = (trig_event != 0) ? (trig_event == 1) ? Rising : (trig_event == 2) ? Falling : (trig_event == 3) ? zero : (trig_event == 4) ? one : (trig_event == 5) ? Rise_Fall : 1'bz : 1'bz; 
endmodule 
```
`flow/config.mk`:
```
export PLATFORM = sky130hd
export DESIGN_NAME = Trigger
export DESIGN_NICKNAME = Trigger
export VERILOG_FILES = /design/flow/design.v
export SDC_FILE = /design/flow/constraint.sdc
export NUM_CORES = 4
export LEC_CHECK = 1
export CORE_AREA = 10 10 70 70
export DIE_AREA = 0 0 80 80
```
==> impl_metrics.json <==
{
  "cellPowerDensity_nw_per_um2": 297.5,
  "hold_violations": 0,
  "top_cells_by_count": "ha_1, inv_1, nand2_1, nand2b_1, nor2_1",
  "tightest_slew_ns": 0.1568,
  "syn_to_final_growth_pct": 140.4,
  "clk_pin_slew_ns": 0,
  "worstPathArrival_ns": 1.21,
  "cp_max_fo": 3,
  "first_global_vias": 158,
  "slowest_delay_ns": 0.25,
  "top_area_frac": 0.2128,
  "ys_top_cells_by_area": "ha_1, dfxtp_1, nand2b_1",
  "leakage_nw": 0.09730,
  "fin_crit_sh": 1.067,
  "slew_violations": 0,
  "reg_top3": "input_buffer: 1 flops",
  "ys_sh_xor": 0,
  "critPathLaunchType": "input port",
  "cp-end-kind": "output pin",
  "path_cells": "buf_6 > buf_6 > ha_4 > nor3b_2 > a31oi_1 > o221a_1 > buf_2",
  "fp_util": 0.03443,
  "warnings": 31,
  "netlist_instances": 15,
  "ys.warnings.count": 3,
  "pin_count": 7,
  "gp_congestion": 0.5601,
  "numSynthFlops": 1,
  "criticalPathCategory": "in -> out",
  "synth_cell_types": 10,
  "hold_class": "in -> reg",
  "drv_cap": 0,
  "track_usage": 0.01340,
  "core_um2": 3416,
  "yosys.area.top_type": "ha_1",
  "drive_gt1_frac": 0.3750,
  "clock.fmax_mhz": 669.2,
  "fillerInstances": 406,
  "status": "finished, violations left",
  "cp.required_ns": 1.12,
  "synth_area_um2": 117.6,
  "ctsHoldBuffers": 0,
  "period_minus_slack_ns": 1.494,
  "crit_buf_inv": 3,
  "violations": "negative setup slack",
  "via_count": 135,
  "synthSimpleGateAreaFrac": 0.3404,
  "antenna_found_initial": 1,
  "die_y_um": 80,
  "min_to": "input_buffer",
  "wl_per_cell_um": 6.380,
  "num_rows": 21,
  "peakVddDrop_uv": 54.54,
  "drt_iter0_drc": 2,
  "finalSetupViolCount": 1,
  "yosys-stat-cells": 15,
  "drc": 0,
  "drtAntennaViolNets": 0,
  "path_delay_family": "AND-OR/OR-AND gates",
  "die_w_um": 80,
  "grt_max_degree": 5,
  "slowest_stage": "o221a_1",
  "hold_start": "IN",
  "viasPerCell": 1.901,
  "hold_depth": 4,
  "avgSynthCellArea_um2": 7.841,
  "flop_cell": "dfxtp_1",
  "dp_slack_ns": -0.8512,
  "topCombFamilyByArea": "simple AND/OR/NAND/NOR gates",
  "largest_reg_flops": 1,
  "chipArea_um2": 6400,
  "firstDrtPassIters": 2,
  "ys_sh_adder": 0.2128,
  "top_register": "input_buffer",
  "synthMuxAreaShare": 0,
  "holdWs_ns": 0.6724,
  "wl_um": 453,
  "rsz0062_at_grt": "yes",
  "path_common_cell": "buf_6",
  "setup_ws_ns": -0.09442,
  "ys_seq_share": 0.1702,
  "yosys_area_um2": 117.6,
  "ys_sh_aoi": 0.2128,
  "synth-edff-count": 0,
  "synth-async-reset-ratio": 0,
  "max-slew-margin-rel": 0.8950,
  "grt_pass1_wl_um": 696,
  "gr-total-overflow": 0,
  "io_buffers": 6
}
power by group:
group	internal (mW)	switching (mW)	total, mW
Combinational	0.0315	0.0200	0.0515
Clock	0.00000191	0	0.00000191
Sequential	0.0310	0.00162	0.0326
area by class of cell:
class / count / area, µm² / area share
multi-input cells: 12 / 115.1 / 0.4071
repair buffers: 9 / 78.83 / 0.2788
well taps: 46 / 57.56 / 0.2035
flip-flops and latches: 1 / 21.27 / 0.07522
inverters: 2 / 7.507 / 0.02655
diodes: 1 / 2.502 / 0.008850
kinds of logic (layout without fill, tap and decap cells):
logic type | Yosys count | in the layout
compound gates | 3 | 3
fa+ha+maj | 2 | 2
buf+inv | 2 | 11
flops | 1 | 1
other cells | 0 | 1
simple gates | 7 | 7
cell usage in the layout (no fill, tap or decap), types with 2 or more instances in the layout:
master	netlist	final
dlygate4sd2_1	0	3
inv_1	2	2
buf_4	0	2
nand2_1	2	2
nor2_1	2	2
ha_4	0	2
nand2b_1	2	2
buf_6	0	2
metal layers:
layer  track usage  wire [µm]  part of all wire
met1       0.01387        176              0.39
met2       0.02488        225              0.50
met3      0.006818         51              0.11
met4             0          0                 0
met5             0          0                 0
metrics by stage:
stage | instances | setup TNS, ns | total power [mW] | utilization | cell area, µm²
after floorplan | 15 | 0 | 0.04813 | - | 117.6
after global placement | 69 | -0.8333 | 0.07896 | 0.07326 | 250.2
after detailed placement | 69 | -0.8512 | 0.08046 | 0.07326 | 250.2
after CTS | 70 | -0.1082 | 0.08291 | 0.08169 | 279.0
after global routing | 70 | -0.1394 | 0.09060 | 0.08205 | 280.3
final | 71 | -0.09442 | 0.08413 | 0.08278 | 282.8
worst max-delay path by stage:
stage         from  endpoint  slack (ns)  depth (start not counted)
global route    IN       HIT       -0.14                          7
finish          IN       HIT       -0.09                          7
CTS             IN       HIT       -0.11                          7
what timing repair did:
action,CTS,global route
gates resized,15,1
endpoints found under the setup margin,1,1
pin swaps,5,2
buffers inserted,1,0
No activity file was given, so power comes from the tool's default toggle rates.
