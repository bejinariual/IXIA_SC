[design/flow/design.v]
module PS2 (
  input CLOCK,
  input SDA,
  input SCL,
  output reg [7:0] RX_data
);
parameter idle    = 2'b01;
parameter receive = 2'b10;
parameter ready   = 2'b11;
reg [1:0]  state=idle;
reg [15:0] rxtimeout=16'b0000000000000000;
reg [10:0] rxregister=11'b11111111111;
reg [1:0]  datasr=2'b11;
reg [1:0]  clksr=2'b11;
reg [7:0]  rxdata;
reg datafetched;
reg rxactive;
reg dataready;
always @(posedge CLOCK ) 
begin 
  if(datafetched==1)
    RX_data <=rxdata;
end  
always @(posedge CLOCK ) 
begin 
  rxtimeout<=rxtimeout+1;
  datasr <= {datasr[0],SDA};
  clksr  <= {clksr[0],SCL};
  if(clksr==2'b10)
    rxregister<= {datasr[1],rxregister[10:1]};
  case (state) 
    idle: 
    begin
      rxregister <=11'b11111111111;
      rxactive   <=0;
      dataready  <=0;
      rxtimeout  <=16'b0000000000000000;
      if(datasr[1]==0 && clksr[1]==1)
      begin
        state<=receive;
        rxactive<=1;
      end   
    end
    receive:
    begin
      if(rxtimeout==50000)
        state<=idle;
      else if(rxregister[0]==0)
      begin
        dataready<=1;
        rxdata<=rxregister[8:1];
        state<=ready;
        datafetched<=1;
      end
    end
    ready: 
    begin
      if(datafetched==1)
      begin
        state     <=idle;
        dataready <=0;
        rxactive  <=0;
      end  
    end  
  endcase
end 
endmodule 
module Tastatura(LED_SEG_1, LED_SEG_2, Key, SDA, SCL, CLOCK, RESET);
	output [6:0] LED_SEG_1, LED_SEG_2;
	output [7:0] Key;
	input SDA, SCL, CLOCK, RESET;
	wire [3:0] DATA_SEG_1, DATA_SEG_2;
	wire VALID;
	wire [7:0] DATA_IN;
	assign Key = DATA_IN;
	assign DATA_SEG_1 = DATA_IN[3:0];
	assign DATA_SEG_2 = DATA_IN[7:4];
	PS2 CM_1 (.RX_data(DATA_IN), .CLOCK(CLOCK), .SDA(SDA), .SCL(SCL));
	Transcodor TM_1 (.LED_SEG(LED_SEG_1), .DATA_IN(DATA_SEG_1));
	Transcodor TM_2 (.LED_SEG(LED_SEG_2), .DATA_IN(DATA_SEG_2));
endmodule 
module Transcodor(LED_SEG, DATA_IN);
	output reg [6:0] LED_SEG;
	input [3:0] DATA_IN;
	always @(*)
		case(DATA_IN)
			0: LED_SEG <= 7'b1000000;
			1: LED_SEG <= 7'b1111001;
			2: LED_SEG <= 7'b0100100;
			3: LED_SEG <= 7'b0110000;
			4: LED_SEG <= 7'b0011001;
			5: LED_SEG <= 7'b0010010;
			6: LED_SEG <= 7'b0000010;
			7: LED_SEG <= 7'b1111000;
			8: LED_SEG <= 7'b0000000;
			9: LED_SEG <= 7'b0010000;
			10: LED_SEG <= 7'b0001000;
			11: LED_SEG <= 7'b0000011;
			12: LED_SEG <= 7'b1000110;
			13: LED_SEG <= 7'b0100001;
			14: LED_SEG <= 7'b0000110;
			15: LED_SEG <= 7'b0001110;
			default: LED_SEG <= 7'b1111111;
		endcase 
endmodule 
[design/flow/run.sh]
#!/bin/bash
# OpenROAD 26Q1-2900-gdf79404cd8, Yosys 0.63+post, stock flow scripts
make -C /OpenROAD-flow-scripts/flow DESIGN_CONFIG=/design/flow/config.mk WORK_HOME=/design/flow/orfs finish
[design/flow/config.mk]
export PLATFORM = sky130hd
export DESIGN_NAME = Tastatura
export DESIGN_NICKNAME = Tastatura
export VERILOG_FILES = /design/flow/design.v
export SDC_FILE = /design/flow/constraint.sdc
export NUM_CORES = 4
export LEC_CHECK = 1
export CORE_UTILIZATION = 50
[design/flow/constraint.sdc]
current_design Tastatura

set clk_period 2.8
set clk_io_pct 0.2

create_clock -name clk0 -period $clk_period [get_ports {CLOCK}]

set non_clock_inputs [all_inputs -no_clocks]
set_input_delay [expr $clk_period * $clk_io_pct] -clock clk0 $non_clock_inputs
set_output_delay [expr $clk_period * $clk_io_pct] -clock clk0 [all_outputs]
==> run summary <==
Status of the implementation.

- The flow reports an fmax of ~530 MHz.
- The clock tree buffer depth is 2, for reference.
- STA puts the critical path data arrival time at 1850 ps.
- The final timing summary puts the cycle share of the worst path at 0.673.
- The run reported a max-capacitance violation count of 0.
- The mean instance size in the synthesized netlist is between 10 and 15 um2, for reference.
- The overall die size recorded for this design is 5410 um2.
- Of the post-synthesis cell area, the dominant cell type holds 0.415.
- Summed over all layers, the routed wires come to 3.96 mm.
- The clock sink count is 63, for reference.
- The highest ir drop seen on vdd is 0.740 mV, for reference.
- The worst hold-check slack is 341 ps, for reference.
- The worst register-to-register path depth is 5.
- The final timing report lists a hold violation count of 0.
- The number of antenna violations at the first check in global routing is 0, for reference.
- For the final database, setup skew stands at roughly 8.4 ps.
- The launching point of the worst reg2reg path is CM_1.rxtimeout[0], for reference.
- Of all nets on the critical path, the largest fanout is 8.
- TritonCTS created 9 clock buffers.
- The number of vias per cell is 5.14, for reference.
- The required arrival time at the worst endpoint is between 2000 and 3000 ps, for reference.
- RePlAce ended its routability-driven mode at a weighted congestion of just over 0.8.
- The library cell occupying the most area in the post-synthesis netlist is sky130_fd_sc_hd__dfxtp_1, for reference.
- In this design, the stage delay of the slowest critical-path cell is 590 ps.
- The destination of the worst hold path is CM_1.datasr[1], for reference.
- Summing all multiplexer cells gives an area fraction of 0.0689.
- Cell internal power was estimated by the tool at 2230 uW.
- Checking max transition, the worst relative margin is 0.422.
- The run finished with clean final reports.
- Setup repair after global routing left no endpoint under its margin.
- Synthesis produced 245 cells.
- The summed area of non-filler cells in the final layout is 3100 um2, for reference.
- The routed design could run at a clock period as short as around 1900 ps.
- Post-CTS timing repair inserted 0 buffers for setup.
- After synthesis the cells add up to 2560 um2.
- The warning tally printed by Yosys for this design is 2.
- The part of the power in the clock network is 0.343, for reference.
- For this design the ratio of total power to cell area is approximately 970 nW/um2.
- The number of detailed-routing iterations run before antenna repair is 4, for reference.
- The library cells used most frequently in the layout, excluding fill and tap cells, are sky130_fd_sc_hd__dfxtp_1 (53), sky130_fd_sc_hd__nand2_1 (28), sky130_fd_sc_hd__clkdlybuf4s50_1 (24).
- The first-pass GRT wire length is between 6 and 7 mm, for reference.
- The distinct cell type count of the synthesized netlist is 36, for reference.
- Leaving out fill and tap cells, the most frequent cell in the layout is sky130_fd_sc_hd__dfxtp_1.
- The cell total in the yosys stat output is 245, for reference.
- In this run, post-CTS repair resized a total of 0 instances.
- The transition time recorded at the tightest slew-check pin is 865 ps.
- The die is 73.5 um tall.
- The critical path's slowest cell is sky130_fd_sc_hd__nor2_1, for reference.
- The synthesized design contains 63 register bits.
- The xor/xnor share of the synthesized area is 0.0103, for reference.
- According to the floorplan log, the row count is 25.
- Between the synthesized netlist and the finished layout, the area growth was recorded as 21.2%.
- The width of the die is 73.5 um, for reference.
- TritonRoute reported its final design rule violation total as 0.
- Looking at the cell usage after synthesis, the top flip-flop cell is sky130_fd_sc_hd__dfxtp_1.
- Entering global routing, the biggest net connects 19 pins.
- After global routing the overflow that remains totals 0.
- The number of enable flip-flop cells is 10, for reference.
- Of the total power, the share spent switching nets is 0.261.
- The capture point of the worst register-to-register path is recorded as CM_1.rxdata[1].
- Across all register-to-register paths, the minimum setup slack is around 920 ps.
- Once iteration 0 of detailed routing completed, the report listed 76 DRC markers.
- In this run, the synthesized area fraction spent on and/or/nand/nor cells is recorded as 0.189.
- STA classifies the critical path startpoint as a register.
- The leakage component of the power was reported as 0.00125 uW.
- The placed instance area is 2830 um2, for reference.
- The tightest min-delay check is of the register to register type.
- The count of pins on the block boundary is 26, for reference.
- Per the CTS log, the root buffer master is sky130_fd_sc_hd__clkbuf_8.
- The H-tree generated during clock tree synthesis spans 3 levels.
- The share of synthesized cell area in and-or and or-and compound cells is 0.0910, for reference.
- TritonCTS built the clock tree.
- The startpoint of the most critical hold path is CM_1.datasr[0], for reference.
- The number of nets with antenna violations after detailed routing is 0, for reference.
- Counting the fill cells in the layout gives 395.
- The clock latency reported for the late side of the worst-skew pair is 330 ps, for reference.
- Of all flip-flops after synthesis, the portion carrying an async set or reset was 0.
- The clock-pin slew of the registers on the worst-case setup and hold paths is 70 ps, for reference.
- Yosys reports a chip area of 2560 um2.
- The setup TNS after final layout is 0 ps, for reference.
- For this run the detailed placement stage logged an HPWL of ~2.6 mm.
- STA classifies the critical path endpoint as a register.
- Measured on the finished design, the core utilization comes to 0.644.
- Ranked by total cell area, the synthesized netlist is headed by sky130_fd_sc_hd__dfxtp_1 (41%), sky130_fd_sc_hd__edfxtp_1 (12%), sky130_fd_sc_hd__ha_1 (6.8%).
- The worst hold path was traced through 0 stages.
- The net switching component of the power is roughly 800 uW, for reference.
- Overall routing resource usage recorded by global route was 0.168.
- The part of the Yosys area used for sequential elements is 0.532, for reference.
- By area, the combinational part of the netlist is dominated by simple AND/OR/NAND/NOR gates.
- The post-cts hold-fix buffer tally is 0, for reference.
- As logged by OpenROAD, the buffers inserted on ports number 24.
- The core region is 4820 um2.
- For this run, the final setup violation count is recorded as 0.
- The share of total power dissipated in sequential elements is 0.456.
- The combinational power share is 0.201, for reference.
- The initial utilization of the core area, before any placement, comes to 0.531.
- The share of post-route cells with drive strength above 1 is 0.0912, for reference.
- Antenna repair during routing inserted a diode count of 0.
- The final-report max-slew violation count is 0, for reference.
- The number of global-route vias before repair came to ~1500.
- Across all stage logs, warnings added up to 38.
- The category of the critical setup timing path is register to register, for reference.
- In the final routed layout, each cell accounts on average for 11.6 um.
- Of the total synthesized cell area, the portion taken by full adders, half adders and majority gates is 0.0685.
- The total number of vias is 1753, for reference.
- Per STA, the worst path is made up of inv_1 -> ha_1 -> nand4bb_1 -> o41ai_4 -> nor2_1.
## metrics by stage
step | cells | total power (uW) | setup slack (ps)
6_report | 341 | 3020 | 916
5_1_grt | 341 | 3220 | 823
4_1_cts | 341 | 3060 | 937
3_5_place_dp | 325 | 2010 | 937
3_3_place_gp | 325 | 2000 | 971
2_1_floorplan | 245 | 1760 | 1160
## cells by family after synthesis
logic type / count (synthesis)
DFF: 63
and+or+nand+nor: 92
buffers and inverters: 25
AOI/OAI and AO/OA: 33
muxes: 15
adders and majority gates: 14
xor gates and xnor gates: 3
## critical path: cells and delay by family, from the launching register on
| kind | cells | cell delay (ps) |
|---|---|---|
| compound gates | 1 | 110 |
| fa+ha+maj | 1 | 200 |
| buf+inv | 1 | 70 |
| flops | 1 | 420 |
| simple gates | 2 | 730 |
## registers in the layout, indices dropped and copies added (netlist names)
signal	count
LED_SEG_1	7
CM_1.state	2
CM_1.rxtimeout	16
CM_1.RX_data	8
CM_1.rxregister	11
CM_1.rxdata	8
LED_SEG_2	7
CM_1.clksr	2
CM_1.datasr	2
## worst max-delay path by stage
stage               endpoint  depth (start not counted)         startpoint
finish        CM_1.rxdata[1]                          5  CM_1.rxtimeout[0]
global route  CM_1.rxdata[3]                          5  CM_1.rxtimeout[0]
CTS           CM_1.rxdata[3]                          5  CM_1.rxtimeout[0]
## cell type report
class / instances / area [um2] / area share
Sequential cell: 63 / 1360 / 0.439
Multi-Input combinational cell: 157 / 1090 / 0.353
Timing Repair Buffer: 24 / 240 / 0.0775
Clock inverter: 7 / 145 / 0.0468
Clock buffer: 9 / 124 / 0.0400
Tap cell: 67 / 83.8 / 0.0270
Inverter: 14 / 52.6 / 0.0169
## cells in the mapped netlist, types with 2 or more instances
master	count
sky130_fd_sc_hd__buf_2	2
sky130_fd_sc_hd__nand4_1	5
sky130_fd_sc_hd__nor4_1	3
sky130_fd_sc_hd__or3_1	3
sky130_fd_sc_hd__o211ai_1	2
sky130_fd_sc_hd__o31ai_1	5
sky130_fd_sc_hd__dfxtp_1	53
sky130_fd_sc_hd__nand2b_1	5
sky130_fd_sc_hd__a21oi_1	11
sky130_fd_sc_hd__ha_1	14
sky130_fd_sc_hd__a32o_1	2
sky130_fd_sc_hd__clkbuf_1	8
sky130_fd_sc_hd__or3b_2	2
sky130_fd_sc_hd__o21ai_0	7
sky130_fd_sc_hd__a22o_1	3
sky130_fd_sc_hd__nor2b_1	5
sky130_fd_sc_hd__nor2_1	17
sky130_fd_sc_hd__nand2_1	28
sky130_fd_sc_hd__or4_1	5
sky130_fd_sc_hd__mux2i_1	12
sky130_fd_sc_hd__nand3_1	14
sky130_fd_sc_hd__mux4_2	2
sky130_fd_sc_hd__edfxtp_1	10
sky130_fd_sc_hd__xnor2_1	2
sky130_fd_sc_hd__inv_1	14
## layer usage
metal / routed length, um / vias to the layer above / GRT usage
li1: - / 910 / -
met3: 131 / 11 / 0.0305
met5: 0 / - / 0
met4: 84 / 0 / 0.0406
met1: 1990 / 804 / 0.263
met2: 1750 / 28 / 0.256
## power groups by stage
stage | clock network [uW] | registers (uW) | logic, uW
global route | 1100 | 1420 | 696
CTS | 1070 | 1380 | 617
finish | 1040 | 1380 | 605
Power and IR drop assume default switching activity.
